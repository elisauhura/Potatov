$ cat design.v
module Counter(
    counter,
    reset,
    clock
);
output reg [31:0]counter;
input reset;
input clock;
always @(posedge clock) counter <= reset ? 0 : counter + 1;
endmodule
$ cat run.sh
#!/bin/bash
# OpenROAD 26Q1-2900-gdf79404cd8, Yosys 0.63+post, stock flow scripts
make -C /OpenROAD-flow-scripts/flow DESIGN_CONFIG=/design/flow/config.mk WORK_HOME=/design/flow/orfs finish
$ cat config.mk
export PLATFORM = sky130hd
export DESIGN_NAME = Counter
export DESIGN_NICKNAME = Counter
export VERILOG_FILES = /design/flow/design.v
export SDC_FILE = /design/flow/constraint.sdc
export NUM_CORES = 4
export LEC_CHECK = 1
export CORE_AREA = 10 10 103 103
export DIE_AREA = 0 0 113 113
$ cat constraint.sdc
current_design Counter

set clk_period 4.9
set clk_io_pct 0.2

create_clock -name clk0 -period $clk_period [get_ports {clock}]

set non_clock_inputs [all_inputs -no_clocks]
set_input_delay [expr $clk_period * $clk_io_pct] -clock clk0 $non_clock_inputs
set_output_delay [expr $clk_period * $clk_io_pct] -clock clk0 [all_outputs]
==> out/qor.yml <==
status: "finished, final reports clean"
top_register: "counter"
seq_area_sq_um: 641
dp_hpwl_mm: 2.68
async_flop_share_pct: 0
holdWs_ns: 0.484
numClockSinks: 32
wl_met1_mm: 1.69
ant_nets: 0
drt_first_pass_iters: 4
top_cell: "dfxtp_1"
cp_max_fo: 19
wl_per_cell_microns: 12.5
vias: 1319
synth.top_cell.area_share_pct: 43.4
cts_root_buf: "clkbuf_8"
flop_cell: "dfxtp_1"
clk_latency_ns: 0.27
slew_headroom_pct: 61.7
syn_area_sq_um: 1480
max_cap_viol_count: 0
top_area_cell: "dfxtp_1"
rsz0062_at_grt: "no"
drive_gt1_share_pct: 6.06
hp-class: "reg -> reg"
fillerInstances: 875
common_cells: "32 x dfxtp_1, 17 x a21oi_1, 14 x nor2_1"
post-route-min-period_ns: 2.29
hold_violations: 0
core_sq_um: 8300
antenna_found_initial: 0
clk_path_buf_depth: 2
tns_ns: 0
startpoint_type: "flip-flop"
first_global_vias: 1223
powerDensity_nw_per_um2: 233
syn2layout_area_growth_pct: 32.9
syn_area_per_cell_sq_um: 8.78
route.detailed.drc: 0
p_leak_uw: 0.000563
wl_met3_microns: 321
critPathCaptureType: "flip-flop"
grt_pass1_wl_mm: 6.09
path_clk_slew_ns: 0.06
logic_area_sq_um: 763
die_w_microns: 113
warnings: 25
edf_count: 0
fin_skew_ns: 0.00139
path_class: "reg -> reg"
cts_setup_buffers: 0
critical_path_arrival_ns: 2.45
ctsHtreeMaxLevel: 2
grt_overflow: 0
via_per_inst: 4.35
ys_cells: 168
die_area_sq_um: 12800
largestRegisters: "counter (32)"
post-route-period-util_pct: 46.6
synth_warnings: 1
cts_made_buffers: 5
area_leaders: "dfxtp_1 43%, or4_1 6.1%, a21oi_1 5.8%"
fp-utilization_pct: 17.8
io_buffers: 33
crit_required_ns: 5.07
setup_slack_ns: 2.61
setup_viol: 0
max_freq_mhz: 438
pre_cts_slack_ns: 2.63
insertedDiodeCount: 0
die_y_microns: 113
top_layer_used: "met4"
ir_drop_mv: 0.121
yosysSeqAreaShare_pct: 43.4
finalMaxSlewViolations: 0
grt_start_max_net_pins: 37
io_pins: 34
grt_usage_pct: 5.66
ctsResizeCount: 0
drt_iter0_markers: 57
tritoncts: "yes"
yosys_area_sq_um: 1480
drt-total-wl_mm: 3.79
tightest_slew_ns: 0.575
synth_cell_types: 29
holdBufCountCts: 0
rows: 33
synth_flops: 32
largest_reg_flops: 32
synthCells: 168
wl_met2_mm: 1.75
power_uw: 457
routabilityCongestion: 0.784
-- kinds of logic after synthesis --
group / count (synthesis) / synth area share [%]
compound gates: 34 / 13.4
xor+xnor: 9 / 5.34
fa+ha+maj: 1 / 0.848
buf+inv: 14 / 4.83
flops: 32 / 43.4
mux: 4 / 3.05
simple gates: 74 / 29.1
-- power breakdown --
group / internal, uW / leakage (uW) / switching (uW)
logic: 6.81 / 0.000269 / 7.07
registers: 262 / 0.000258 / 2.85
clock network: 91.3 / 0.0000359 / 86.5
total: 360 / 0.000563 / 96.4
-- per-layer routing --
layer  vias to the layer above  GRT usage (%)
li1                        680              -
met1                       600           7.25
met2                        35           8.99
met3                         4           2.46
met4                         0          0.508
met5                         -              0
-- worst max-delay path, cell delays in order (launching register included) --
cell and delay, ns:
dfxtp_1 0.44, nand3_2 0.14, or4_1 0.79, nor4_1 0.43
mux2_2 0.37
-- per-stage QoR --
| stage | util, % | instance area, sq um | std cells |
|---|---|---|---|
| 2_1_floorplan | - | 1480 | 168 |
| 3_3_place_gp | 22.8 | 1890 | 298 |
| 3_5_place_dp | 22.8 | 1890 | 298 |
| 4_1_cts | 23.6 | 1960 | 303 |
| 5_1_grt | 23.6 | 1960 | 303 |
| 6_report | 23.6 | 1960 | 303 |
-- cell usage in the layout (no fill, tap or decap), types with 4 or more instances in the layout --
cell and n:
o21ai_0 6, a21oi_1 17, nand2_1 11, xor2_1 4, clkbuf_8 5, xnor2_1 5
or3_1 6, dfxtp_1 32, nand4_1 5, or4_1 12, nor2b_1 5, nand3_1 8
nor2_1 14, inv_1 5, clkdlybuf4s50_1 33, o31ai_1 11
-- final timing paths --
path | start | to | slack, ns | depth (start not counted)
worst max-delay path | counter[2] | counter[21] | 2.61 | 4
worst min-delay path | counter[0] | counter[0] | 0.48 | 1
worst max register to register | counter[2] | counter[21] | 2.61 | 4
worst min register to register | counter[0] | counter[0] | 0.48 | 1
-- final cells by class --
| type | instances | share of cell area, % |
|---|---|---|
| repair buffers | 34 | 17.2 |
| inverters | 5 | 0.957 |
| multi-input cells | 122 | 38.9 |
| well taps | 105 | 6.70 |
| clock buffers | 5 | 3.51 |
| flip-flops and latches | 32 | 32.7 |
Power and IR drop assume default switching activity.
